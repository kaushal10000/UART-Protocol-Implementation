[design/flow/config.mk]
export PLATFORM = sky130hd
export DESIGN_NAME = top
export DESIGN_NICKNAME = top
export VERILOG_FILES = /design/flow/design.v
export SDC_FILE = /design/flow/constraint.sdc
export NUM_CORES = 4
export LEC_CHECK = 1
export CORE_UTILIZATION = 50
[design/flow/constraint.sdc]
current_design top

set clk_period 5.4
set clk_io_pct 0.2

create_clock -name clk0 -period $clk_period [get_ports {clk}]

set non_clock_inputs [all_inputs -no_clocks]
set_input_delay [expr $clk_period * $clk_io_pct] -clock clk0 $non_clock_inputs
set_output_delay [expr $clk_period * $clk_io_pct] -clock clk0 [all_outputs]
[design/flow/design.v]
`timescale 1ns / 1ps
module top(
    input clk,
    input start,
    input [7:0] txin,
    output reg tx,
    input rx,
    output [7:0] rxout,
    output rxdone, txdone
    );
    parameter clk_value = 100_000;
    parameter baud = 9600;
    parameter wait_count = clk_value / baud;
    reg bitDone = 0;
    integer count = 0;
    localparam idle = 2'b00, send = 2'b01, check = 2'b10;
    reg [1:0] state = idle;
    reg [9:0] txData;  
    integer bitIndex = 0;
    reg [9:0] shifttx = 0;
    always @(posedge clk) begin
        if (state == idle) begin
            count <= 0;
        end else if (count == wait_count) begin
            bitDone <= 1'b1;
            count <= 0;
        end else begin
            count <= count + 1;
            bitDone <= 1'b0;
        end
        case (state)
            idle: begin
                tx <= 1'b1;  
                txData <= 0;
                bitIndex <= 0;
                shifttx <= 0;
                if (start == 1'b1) begin
                    txData <= {1'b1, txin, 1'b0};  
                    state <= send;
                end
            end
            send: begin
                tx <= txData[bitIndex];  
                shifttx <= {txData[bitIndex], shifttx[9:1]};  
                state <= check;
            end
            check: begin
                if (bitIndex < 9) begin  
                    if (bitDone == 1'b1) begin
                        bitIndex <= bitIndex + 1;
                        state <= send;
                    end
                end else begin
                    state <= idle;
                    bitIndex <= 0;
                end
            end
            default: state <= idle;
        endcase
    end
    assign txdone = (bitIndex == 9 && bitDone == 1'b1) ? 1'b1 : 1'b0;
    localparam ridle = 2'b00, rwait = 2'b01, recv = 2'b10, rcheck = 2'b11;
    reg [1:0] rstate;
    reg [9:0] rxdata;
    integer rcount = 0;
    integer rindex = 0;
    always @(posedge clk) begin
        case (rstate)
            ridle: begin
                rxdata <= 0;
                rindex <= 0;
                rcount <= 0;
                if (rx == 1'b0) begin  
                    rstate <= rwait;
                end
            end
            rwait: begin
                if (rcount < wait_count / 2) begin
                    rcount <= rcount + 1;
                    rstate <= rwait;
                end else begin
                    rcount <= 0;
                    rstate <= recv;
                    rxdata <= {rx, rxdata[9:1]};  
                end
            end
            recv: begin
                if (rindex < 9) begin  
                    if (bitDone == 1'b1) begin
                        rindex <= rindex + 1;
                        rxdata <= {rx, rxdata[9:1]};  
                        rstate <= rwait;
                    end
                end else begin
                    rstate <= rcheck;  
                end
            end
            rcheck: begin
                if (bitDone == 1'b1) begin
                    if (rx == 1'b1) begin  
                        rstate <= ridle;  
                    end else begin
                        rstate <= ridle;  
                    end
                end
            end
            default: rstate <= ridle;
        endcase
    end
    assign rxout = rxdata[8:1];  
    assign rxdone = (rindex == 9 && bitDone == 1'b1) ? 1'b1 : 1'b0;
endmodule
[design/flow/run.sh]
#!/bin/bash
# OpenROAD 26Q1-2900-gdf79404cd8, Yosys 0.63+post, stock flow scripts
make -C /OpenROAD-flow-scripts/flow DESIGN_CONFIG=/design/flow/config.mk WORK_HOME=/design/flow/orfs finish
==> run notes <==
- **synthesized-area fraction occupied by adder cells** 0.0151
- **iteration count of the initial detailed-routing pass** 4
- **delay of the slowest critical-path stage** 540 ps
- **number of buffers added to fix hold violations after cts** 0
- **global-route wire length before repair** 25000 um
- **Core Rows** 46
- **combinational share of power** 0.212
- **initial antenna violation count** 0
- **maximum count of clock buffers along a single path** 2
- **Worst Hold Class** flop to flop
- **setup repair bufs after CTS** 0
- **share of synthesized registers carrying an async set or reset** 0
- **aggregate negative setup slack** 0 ps
- **count of H-tree levels built during CTS** 4
- **count of input and output buffers** 21
- **root cell of the clock tree** sky130_fd_sc_hd__clkbuf_16
- **vertical die dimension** 131 um
- **number of gates given a new drive strength after cts** 0
- **average wire per cell in the routed design** 14.3 um
- **cell internal power dissipation** 3.08 mW
- **grt ovf** 0
- **count of tool warnings** 31
- **worst clock skew** 6.60 ps
- **count of synthesis-stage warnings from yosys** 1
- **Core Util at FP** 0.516
- **final std cells w/o fill** 1029
- **net switching power** 1.40 mW
- **total vias in the final route** 5666
- **Skew-Pair Late Insertion Delay** 410 ps
- **average via count per standard cell** 5.51
- **Post-Synth XOR/XNOR Area** 0.113
- **total cell area reported by yosys after synthesis** 8280 um^2
- **final hold violations** 0
- **Boundary Pins** 22
- **final HPWL from detailed placement** 9430 um
- **pin slew with the least headroom to its limit** 789 ps
- **DRT antenna net count** 0
- **Chip Footprint** 17100 um^2
- **crit start category** flop
- **compound-gate portion of the synthesized area** 0.0325
- **slowest CP cell** sky130_fd_sc_hd__clkdlybuf4s50_1
- **most used cells in the layout excluding fill and tap cells** sky130_fd_sc_hd__edfxtp_1 (118), sky130_fd_sc_hd__nor2_1 (116), sky130_fd_sc_hd__xor2_1 (70)
- **x dimension of the die** 131 um
- **Basic Gates by Area** 0.280
- **average cell area after synthesis** 10.5 um^2
- **remaining routing DRC violations** 0
- **DP Cell Count** 997
- **LEAKAGE** 3.16 nW
- **clock tree sinks** 154
- **FMAX** 283 MHz
- **Yosys Instances** 788
- **final critical-path share of the clock period** 0.654
- **unrepaired setup endpoints after global routing** false
- **instance count of the mapped netlist** 788
- **headroom to the max-slew limit** 0.473
- **total global-route track usage** 0.193
- **area of the core** 16100 um^2
- **number of slew-limit violations in the final report** 0
- **critical-path cell list** nor4_1 > nand4_1 > nor4_1 > clkdlybuf4s50_1
- **number of violations reported at the end of detailed-routing iteration 0** 415
- **number of failing setup endpoints in the final timing report** 0
- **most used logic cell in the final layout** sky130_fd_sc_hd__edfxtp_1
- **crit path capture type** output pin
- **count of distinct cell types in the synthesized netlist** 55
- **Crit Path Class** flop to output pin
- **Max IR drop VDD** 351 uV
- **clock network fraction of design power** 0.305
- **flops out of synthesis** 154
- **switching share of power** 0.312
- **post-synthesis sequential area ratio** 0.515
- **Dominant Register Cell** sky130_fd_sc_hd__edfxtp_1
- **post-synth tally of flip-flops with integrated enable** 118
- **data arrival time of the critical path** 2450 ps
- **Critical Path RT** 4320 ps
- **run status** finished, final reports clean
- **layout cell share with drive strength beyond 1** 0.0775
- **Sequential Power Share** 0.483
- **Area growth syn-to-layout** 12.5%
- **total detailed-routing wirelength** 14700 um
- **CP max FO** 4
- **multiplexer share of the synthesized area** 0.00770
- **min cycle time layout** 3530 ps
- **cell area power density** 480 nW/um^2
- **number of global-route vias before repair** 5317
- **CTS tree** built
- **Most common cell on crit path** sky130_fd_sc_hd__nor4_1
- **CTS clk-pin slew, worst paths** 60 ps
- **GP Congestion** 0.850
- **pin count of the biggest net entering global routing** 41
- **cell area after synthesis** 8280 um^2
- **number of antenna cells inserted** 0
- **dominant kind of combinational cell** simple AND/OR/NAND/NOR gates
- **number of buffers created by CTS** 17
- **total of max-cap violations** 0
## stage by stage
step | power [mW] | area (um^2) | hold WS (ps) | utilization | setup WS, ps
2_1_floorplan | 2.82 | 8280 | 442 | - | 2130
3_3_place_gp | 3.12 | 8640 | 462 | 0.538 | 2340
3_5_place_dp | 3.13 | 8640 | 464 | 0.538 | 2350
4_1_cts | 4.51 | 9320 | 478 | 0.580 | 1870
5_1_grt | 4.75 | 9320 | 497 | 0.580 | 1740
6_report | 4.48 | 9320 | 475 | 0.580 | 1870
## cells by family after synthesis
group           after synthesis
compound gates               38
xor+xnor                    107
fa+ha+maj                    10
buf+inv                      64
flops                       154
mux                           5
simple gates                410
## critical path, delay by kind of cell, from the launching register on
kind          cells  cell delay (ps)
buf+inv           1              540
flops             1              440
simple gates      3             1070
## layer usage
layer  track usage  share of wire
met1         0.328           0.51
met2         0.278           0.44
met3        0.0510          0.045
met4        0.0169         0.0074
met5             0              0
## sequential cells by signal (all words and copies together), names as in the netlist
register / cells
rcount: 32
state: 2
rindex: 32
bitDone: 1
tx: 1
bitIndex: 32
rxdata: 9
rstate: 4
count: 32
txData: 9
## power by group through the flow
| stage | sequential [mW] | combinational, mW | clock [mW] |
|---|---|---|---|
| after CTS | 2.16 | 0.962 | 1.39 |
| after global routing | 2.23 | 1.07 | 1.45 |
| final | 2.16 | 0.948 | 1.36 |
## cells in the mapped netlist (5+ instances only)
| cell type | n | area, um^2 |
|---|---|---|
| sky130_fd_sc_hd__xor2_1 | 70 | 613 |
| sky130_fd_sc_hd__and2_1 | 34 | 213 |
| sky130_fd_sc_hd__nor3_1 | 9 | 45.0 |
| sky130_fd_sc_hd__a21boi_1 | 7 | 52.6 |
| sky130_fd_sc_hd__buf_4 | 9 | 67.6 |
| sky130_fd_sc_hd__edfxtp_1 | 118 | 3540 |
| sky130_fd_sc_hd__buf_2 | 7 | 35.0 |
| sky130_fd_sc_hd__dfxtp_1 | 36 | 721 |
| sky130_fd_sc_hd__or3_1 | 9 | 56.3 |
| sky130_fd_sc_hd__o21ai_0 | 10 | 50.1 |
| sky130_fd_sc_hd__and3_1 | 14 | 87.6 |
| sky130_fd_sc_hd__nand2b_1 | 5 | 31.3 |
| sky130_fd_sc_hd__nand2_1 | 40 | 150 |
| sky130_fd_sc_hd__clkbuf_1 | 14 | 52.6 |
| sky130_fd_sc_hd__nor4_1 | 38 | 238 |
| sky130_fd_sc_hd__xnor2_1 | 37 | 324 |
| sky130_fd_sc_hd__and4_1 | 12 | 105 |
| sky130_fd_sc_hd__ha_1 | 10 | 125 |
| sky130_fd_sc_hd__nor2b_1 | 11 | 68.8 |
| sky130_fd_sc_hd__nor4_4 | 5 | 106 |
| sky130_fd_sc_hd__nand4_1 | 36 | 225 |
| sky130_fd_sc_hd__inv_1 | 30 | 113 |
| sky130_fd_sc_hd__nor2_1 | 116 | 435 |
| sky130_fd_sc_hd__nand3_1 | 53 | 265 |
| sky130_fd_sc_hd__or4_1 | 5 | 37.5 |
## layout make-up
| cell class | instances | area (um^2) |
|---|---|---|
| Clock buffer | 18 | 429 |
| Multi-Input combinational cell | 570 | 3740 |
| Tap cell | 216 | 270 |
| Sequential cell | 154 | 4260 |
| Fill cell | 1277 | 6740 |
| Inverter | 30 | 113 |
| Timing Repair Buffer | 27 | 255 |
| Clock inverter | 14 | 249 |
## worst paths after layout
kind	from	endpoint	slack, ps	cells after the start
worst min register to register	rstate[3]$_DFF_P_	rstate[0]$_DFF_P_	480	1
worst max-delay path	bitIndex[28]$_SDFFCE_PN0P_	txdone	1870	4
worst min-delay path	rstate[3]$_DFF_P_	rstate[0]$_DFF_P_	480	1
worst max register to register	bitIndex[28]$_SDFFCE_PN0P_	state[1]$_DFFE_PP_	2630	5
No activity file was given, so power comes from the tool's default toggle rates.
